File: flow/run.sh
#!/bin/bash
# OpenROAD 26Q1-2900-gdf79404cd8, Yosys 0.63+post, stock flow scripts
make -C /OpenROAD-flow-scripts/flow DESIGN_CONFIG=/design/flow/config.mk WORK_HOME=/design/flow/orfs finish
File: flow/design.v
module running_light
#(
parameter CNT_MAX = 25'd24_999_999
)
(
input wire sys_clk , 
input wire sys_rst_n , 
output reg [24:0] cnt,
output reg cnt_max_flag,
output reg [3:0] led_out_reg,
output wire [3:0] led_out 
 );
 always@(posedge sys_clk or negedge sys_rst_n) begin
  if(sys_rst_n == 1'b0) begin
   cnt <= 25'b0;
   end
    else if(cnt == CNT_MAX) begin
     cnt <= 25'b0;
     end
      else begin
       cnt <= cnt + 1'b1;
        end
 end
 always@(posedge sys_clk or negedge sys_rst_n) begin
   if(sys_rst_n == 1'b0) begin
    cnt_max_flag <= 1'b0;
     end
       else if(cnt == CNT_MAX - 1) begin
        cnt_max_flag <= 1'b1;
         end
           else begin
            cnt_max_flag <= 1'b0;
              end
end
 always@(posedge sys_clk or negedge sys_rst_n) begin
   if(sys_rst_n == 1'b0) begin
     led_out_reg <= 4'b0001;
	   end
        else if(cnt_max_flag == 1'b1 && led_out_reg == 4'b1000) begin
          led_out_reg <= 4'b0001;
			  end
             else if(cnt_max_flag == 1'b1) begin
               led_out_reg <= led_out_reg << 1'b1;
				    end
end 
 assign led_out = ~led_out_reg;
 endmodule
File: flow/constraint.sdc
current_design running_light

set clk_period 5.6
set clk_io_pct 0.2

create_clock -name clk0 -period $clk_period [get_ports {sys_clk}]

set non_clock_inputs [all_inputs -no_clocks]
set_input_delay [expr $clk_period * $clk_io_pct] -clock clk0 $non_clock_inputs
set_output_delay [expr $clk_period * $clk_io_pct] -clock clk0 [all_outputs]
File: flow/config.mk
export PLATFORM = sky130hd
export DESIGN_NAME = running_light
export DESIGN_NICKNAME = running_light
export VERILOG_FILES = /design/flow/design.v
export SDC_FILE = /design/flow/constraint.sdc
export NUM_CORES = 4
export LEC_CHECK = 1
export CORE_AREA = 10 10 98 98
export DIE_AREA = 0 0 108 108
==> impl_metrics.xml <==
<?xml version="1.0" encoding="UTF-8"?>
<metrics>
  <group name="synthesis">
    <metric name="top_area_cell_type_share_of_the_netlist_area" unit="">0.506</metric>
    <metric name="synth_stat.cells" unit="">142</metric>
    <metric name="netlist_area" unit="um^2">1430</metric>
    <metric name="synth.yosys.chip_area" unit="um^2">1430</metric>
    <metric name="cell_type_with_the_largest_total_area_after_synthesis" unit="">sky130_fd_sc_hd__dfrtp_1</metric>
    <metric name="area_leaders" unit="">sky130_fd_sc_hd__dfrtp_1 51%, sky130_fd_sc_hd__xnor2_1 4.3%, sky130_fd_sc_hd__nand3_1 3.8%</metric>
    <metric name="post_synth_inst_count" unit="">142</metric>
    <metric name="synth-warning-count" unit="">1</metric>
    <metric name="post_synth.cell_area_avg" unit="um^2">10.1</metric>
    <metric name="synth_cell_types" unit="">30</metric>
    <metric name="postSynthRegisterBits" unit="">30</metric>
    <metric name="synth-seq-area-share" unit="">0.524</metric>
  </group>
  <group name="grt">
    <metric name="overflow" unit="">0</metric>
    <metric name="first_global_vias" unit="">1158</metric>
    <metric name="antenna_violations_before_repair" unit="">0</metric>
    <metric name="gr-usage-all-layers" unit="">0.0668</metric>
    <metric name="first_pass_grt_wire_length" unit="mm">6.35</metric>
    <metric name="maximum_number_of_pins_on_one_net_before_global_route_repair" unit="">31</metric>
  </group>
  <group name="route">
    <metric name="num_antenna_cells" unit="">0</metric>
    <metric name="detail-route-antenna-nets" unit="">0</metric>
    <metric name="firstDrtPassIters" unit="">4</metric>
    <metric name="postRouteWirelength" unit="mm">3.73</metric>
    <metric name="route.detailed.vias_per_inst" unit="">4.29</metric>
    <metric name="remaining_drc_errors" unit="">0</metric>
    <metric name="detailroute.via_count" unit="">1223</metric>
    <metric name="wire_per_inst" unit="um">13.1</metric>
    <metric name="first_iter_violations" unit="">69</metric>
  </group>
  <group name="setup_path">
    <metric name="critical_path.startpoint" unit="">led_out_reg[0]</metric>
    <metric name="reg2reg_slack" unit="ps">3640</metric>
    <metric name="crit_end" unit="">led_out_reg[0]</metric>
    <metric name="crit-reg2reg-capture" unit="">cnt[20]</metric>
    <metric name="setup.worst_path.class" unit="">register to output port</metric>
    <metric name="rr_worst_depth" unit="">6</metric>
    <metric name="crit-reg2reg-launch" unit="">cnt[0]</metric>
    <metric name="path_delay_family" unit="">flip-flops</metric>
    <metric name="cells_traversed_along_the_worst_timing_path" unit="">clkdlybuf4s50_1</metric>
    <metric name="crit_buf_inv" unit="">1</metric>
    <metric name="path_max_fanout" unit="">4</metric>
    <metric name="cp-end-kind" unit="">output port</metric>
    <metric name="timing.critical_path.required" unit="ps">4480</metric>
    <metric name="total_number_of_cells_along_the_worst_setup_path" unit="">1</metric>
    <metric name="worst_ep_arrival_time" unit="ps">1300</metric>
    <metric name="critPathLaunchType" unit="">register</metric>
    <metric name="timing.critical_path.slowest_cell_delay" unit="ps">550</metric>
    <metric name="critical-path-slowest-cell" unit="">sky130_fd_sc_hd__dfstp_2</metric>
  </group>
  <group name="place">
    <metric name="io_buffer_count" unit="">35</metric>
    <metric name="placedCellCount" unit="">277</metric>
    <metric name="place_hpwl" unit="mm">2.74</metric>
    <metric name="postPlaceCellArea" unit="um^2">1900</metric>
    <metric name="gp_congestion" unit="">0.805</metric>
  </group>
  <group name="finish">
    <metric name="ff_latch_area" unit="um^2">752</metric>
    <metric name="largest_register_ff_count" unit="">25</metric>
    <metric name="area_grow_syn2layout" unit="%">39.2</metric>
    <metric name="area.combinational" unit="um^2">637</metric>
    <metric name="layoutNonFillerInstCount" unit="">285</metric>
    <metric name="design_area" unit="um^2">2000</metric>
    <metric name="nFillCells" unit="">782</metric>
    <metric name="layout-drive-gt1-share" unit="">0.0820</metric>
  </group>
  <group name="floorplan">
    <metric name="num_io_pins" unit="">36</metric>
    <metric name="die-width" unit="um">108</metric>
    <metric name="core_area" unit="um^2">7650</metric>
    <metric name="chip_area" unit="um^2">11700</metric>
    <metric name="overall_die_height" unit="um">108</metric>
    <metric name="fp_util" unit="">0.187</metric>
    <metric name="floorplan.rows" unit="">32</metric>
  </group>
  <group name="run">
    <metric name="max_cap_violations" unit="">0</metric>
    <metric name="warning_count" unit="">26</metric>
  </group>
  <group name="clock_tree">
    <metric name="cts_tree" unit="">built</metric>
    <metric name="postCtsResizedCells" unit="">0</metric>
    <metric name="worst_skew_pair.late_latency" unit="ps">280</metric>
    <metric name="clkTransAtPathRegs" unit="ps">60</metric>
    <metric name="post-cts-setup-buffer-count" unit="">0</metric>
    <metric name="cts-root-to-sink-buffers" unit="">2</metric>
    <metric name="htreeDepth" unit="">2</metric>
    <metric name="clock_tree.root_cell" unit="">sky130_fd_sc_hd__clkbuf_8</metric>
    <metric name="cts_made_buffers" unit="">5</metric>
    <metric name="cts_hold_repair.buffers" unit="">0</metric>
    <metric name="clock_sinks" unit="">30</metric>
  </group>
  <group name="status">
    <metric name="run_status" unit="">finished clean</metric>
  </group>
  <group name="final_timing">
    <metric name="finClkSkew" unit="ps">3.87</metric>
    <metric name="accumulated_negative_setup_slack" unit="ps">0</metric>
    <metric name="hold_viol" unit="">0</metric>
    <metric name="final_setup_violating_endpoints" unit="">0</metric>
    <metric name="slew_headroom" unit="">0.646</metric>
    <metric name="minimum_clock_period" unit="ps">2420</metric>
    <metric name="timing.final.crit_share" unit="">0.432</metric>
    <metric name="max_freq" unit="MHz">414</metric>
    <metric name="worstMarginPinSlew" unit="ps">527</metric>
    <metric name="grt_setup_unrepaired" unit="">no</metric>
    <metric name="slew_viol_final" unit="">0</metric>
  </group>
  <group name="hold_path">
    <metric name="worst_hold_path_cells" unit="">2</metric>
    <metric name="worstHoldPathType" unit="">register to register</metric>
  </group>
  <group name="pwr">
    <metric name="switching_share" unit="">0.211</metric>
    <metric name="power.share.sequential" unit="">0.540</metric>
    <metric name="max-vdd-ir-drop" unit="V">0.0000675</metric>
    <metric name="pwr_density_cell" unit="nW/um^2">201</metric>
    <metric name="power.combinational.fraction" unit="">0.013</metric>
    <metric name="internal_power_summed_over_all_cells" unit="W">0.000317</metric>
    <metric name="net-switching-power" unit="W">0.0000848</metric>
    <metric name="power.leakage" unit="nW">0.805</metric>
    <metric name="pwr-share-clk" unit="">0.447</metric>
  </group>
</metrics>
==> synthesized netlist by cell type <==
cell / number
sky130_fd_sc_hd__clkbuf_1: 3
sky130_fd_sc_hd__nand2_1: 10
sky130_fd_sc_hd__o21ai_0: 11
sky130_fd_sc_hd__nand2_2: 1
sky130_fd_sc_hd__and2_1: 1
sky130_fd_sc_hd__and3_2: 1
sky130_fd_sc_hd__nand4_1: 4
sky130_fd_sc_hd__nand3_1: 11
sky130_fd_sc_hd__nor3_1: 2
sky130_fd_sc_hd__or4_1: 4
sky130_fd_sc_hd__and4_2: 1
sky130_fd_sc_hd__or3_1: 6
sky130_fd_sc_hd__and4_1: 4
sky130_fd_sc_hd__inv_1: 6
sky130_fd_sc_hd__buf_6: 1
sky130_fd_sc_hd__nor4b_1: 1
sky130_fd_sc_hd__a21oi_1: 9
sky130_fd_sc_hd__o31ai_1: 4
sky130_fd_sc_hd__dfstp_2: 1
sky130_fd_sc_hd__dfrtp_1: 29
sky130_fd_sc_hd__ha_1: 2
sky130_fd_sc_hd__nor2b_1: 1
sky130_fd_sc_hd__and4b_1: 1
sky130_fd_sc_hd__xor2_1: 6
sky130_fd_sc_hd__nor4_1: 1
sky130_fd_sc_hd__xnor2_1: 7
sky130_fd_sc_hd__or4_4: 1
sky130_fd_sc_hd__and3_1: 3
sky130_fd_sc_hd__nor2_1: 9
sky130_fd_sc_hd__nor4_2: 1
==> metal layers <==
layer / track usage / up-vias / wire length, um
met4: 0.0105 / 0 / 73
met3: 0.0259 / 5 / 337
met2: 0.103 / 35 / 1710
met1: 0.0890 / 589 / 1610
met5: 0 / - / 0
li1: - / 594 / -
==> cell usage in the layout, fill, tap and decap left out, types with 2 or more instances in the layout <==
master                            count
sky130_fd_sc_hd__a21oi_1              9
sky130_fd_sc_hd__and3_1               3
sky130_fd_sc_hd__and4_1               4
sky130_fd_sc_hd__buf_4                2
sky130_fd_sc_hd__clkbuf_8             6
sky130_fd_sc_hd__clkdlybuf4s50_1     35
sky130_fd_sc_hd__dfrtp_1             29
sky130_fd_sc_hd__ha_1                 2
sky130_fd_sc_hd__inv_1                6
sky130_fd_sc_hd__nand2_1             10
sky130_fd_sc_hd__nand3_1             11
sky130_fd_sc_hd__nand4_1              4
sky130_fd_sc_hd__nor2_1               9
sky130_fd_sc_hd__nor3_1               2
sky130_fd_sc_hd__o21ai_0             11
sky130_fd_sc_hd__o31ai_1              4
sky130_fd_sc_hd__or3_1                6
sky130_fd_sc_hd__or4_1                4
sky130_fd_sc_hd__xnor2_1              7
sky130_fd_sc_hd__xor2_1               6
==> power by group through the flow <==
stage         registers, W  clock network [W]   logic (W)
finish            0.000217           0.000180  0.00000526
CTS               0.000217           0.000187  0.00000581
global route      0.000216           0.000200  0.00000642
==> worst min path at each step <==
stage	endpoint	start	slack [ps]
6_report	led_out_reg[3]	led_out_reg[2]	500
5_1_grt	led_out_reg[3]	led_out_reg[2]	520
4_1_cts	led_out_reg[3]	led_out_reg[2]	500
==> metrics by stage <==
step	utilization	hold slack, ps	total power [W]	worst slack, ps
floorplan	-	448	0.000221	3830
global placement	0.249	494	0.000226	3490
detailed placement	0.249	489	0.000227	3480
CTS	0.261	504	0.000409	3170
global route	0.261	524	0.000423	3120
finish	0.261	499	0.000402	3180
==> final cells by class <==
type / instances / area share
flip-flops and latches: 30 / 0.377
repair buffers: 37 / 0.183
inverters: 6 / 0.0113
clock inverters: 1 / 0.00251
multi-input cells: 102 / 0.319
clock buffers: 7 / 0.0433
well taps: 102 / 0.0639
==> cells by family (layout without fill, tap and decap cells) <==
| group | count (synthesis) | in the layout | synth area share |
|---|---|---|---|
| buf+inv | 10 | 51 | 0.0314 |
| fa+ha+maj | 2 | 2 | 0.0174 |
| compound gates | 24 | 24 | 0.0907 |
| simple gates | 63 | 63 | 0.257 |
| xor+xnor | 13 | 13 | 0.0794 |
| flops | 30 | 30 | 0.524 |
==> worst reg2reg max path, cell delays in order, from the launching register on <==
cell                      delay (ps)
sky130_fd_sc_hd__dfrtp_1         430
sky130_fd_sc_hd__ha_1            200
sky130_fd_sc_hd__and2_1          230
sky130_fd_sc_hd__nand2_1         150
sky130_fd_sc_hd__nor4_2          490
sky130_fd_sc_hd__buf_4           280
sky130_fd_sc_hd__a21oi_1          60
No activity file was given, so power comes from the tool's default toggle rates.
