==> /design/flow/design.v <==
module counter
#(
parameter CNT_MAX = 25'd24_999_999
 )
 (
 input wire sys_clk , sys_rst_n, 
 output reg [24:0] cnt,
 output reg led_out
 );
 always@(posedge sys_clk or negedge sys_rst_n) begin
     if(sys_rst_n == 1'b0) begin
       cnt <= 25'b0;
        end
          else if(cnt == CNT_MAX) begin
            cnt <= 25'b0;
             end
              else begin
               cnt <= cnt + 1'b1;
                 end
 end
 always@(posedge sys_clk or negedge sys_rst_n) begin
         if(sys_rst_n == 1'b0) begin
           led_out <= 1'b0;
             end
              else if(cnt == CNT_MAX) begin
                led_out <= ~led_out;
                  end
 end
 endmodule
==> /design/flow/run.sh <==
#!/bin/bash
# OpenROAD 26Q1-2900-gdf79404cd8, Yosys 0.63+post, stock flow scripts
make -C /OpenROAD-flow-scripts/flow DESIGN_CONFIG=/design/flow/config.mk WORK_HOME=/design/flow/orfs finish
==> /design/flow/config.mk <==
export PLATFORM = sky130hd
export DESIGN_NAME = counter
export DESIGN_NICKNAME = counter
export VERILOG_FILES = /design/flow/design.v
export SDC_FILE = /design/flow/constraint.sdc
export NUM_CORES = 4
export LEC_CHECK = 1
export CORE_AREA = 10 10 91 91
export DIE_AREA = 0 0 101 101
==> /design/flow/constraint.sdc <==
current_design counter

set clk_period 4.5
set clk_io_pct 0.2

create_clock -name clk0 -period $clk_period [get_ports {sys_clk}]

set non_clock_inputs [all_inputs -no_clocks]
set_input_delay [expr $clk_period * $clk_io_pct] -clock clk0 $non_clock_inputs
set_output_delay [expr $clk_period * $clk_io_pct] -clock clk0 [all_outputs]
==> results.cfg <==
; physical design summary
[run_status]
status = finished, final reports clean

[pwr]
ir_drop_uv = 114
power_mw = 0.388
p_leak_nw = 0.716
p_per_area_mw_per_mm2 = 225

[final_layout]
final_util_pct = 27.1
drive_above_1_share_pct = 7.79
fill_cells = 651
area_growth_pct = 29.7
stdcell_count = 231
fin_area_mm2 = 0.00172

[setup_path]
reg2reg_slack_ps = 2420
crit_family = buffers and inverters
end_kind = output port
cp_max_fo = 8
critPathArrivalTime_ps = 1300
crit_buf_inv = 1
r2r-start = cnt[0]$_DFF_PN0_
crit_chain = clkdlybuf4s50_1
reg2reg_depth = 5
max_stage_delay_ps = 520
required_ps = 3600
start_kind = register
r2r-end = led_out$_DFFE_PN0N_
crit_slowest_cell = clkdlybuf4s50_1
worst-setup-path-type = reg -> out

[yosys]
synth.yosys.chip_area_mm2 = 0.00133
synth-xor-area-share_pct = 7.91
postSynthCellCount = 127
netlist_top_cells_count = 26 x dfrtp_1, 10 x nand3_1, 9 x a21oi_1
ys_sh_simple_pct = 28.5
synthesis.area_mm2 = 0.00133
ys_types = 32
syn_avg_cell_area_um2 = 10.5
synth.logic.top_family = simple AND/OR/NAND/NOR gates
yosys.area.top_type_share_pct = 49.0
largest_area_cell = dfrtp_1
async_reset_ff_share_pct = 100
synth_flops = 26
edf_count = 0
yosysWarnings = 1
synth.most_common_cell = dfrtp_1
ys_seq_share_pct = 49.0
yosysCellCount = 127
synth_top_flop_cell = dfrtp_1
fa_ha_area_share_pct = 0.942
synthMuxAreaShare_pct = 0.753
area_leaders = dfrtp_1 49%, xnor2_1 4.0%, xor2_1 4.0%
synthAoiAreaFrac_pct = 9.13

[clocking]
cts_setup_buffers = 0
cts_resized = 0
cts_root_buffer = clkbuf_8
cts_buffers = 3
hold_buffers = 0
cts_htree_levels = 1
clock-sinks = 26
clk_path_buf_depth = 2
cts_tree = yes
clk_pin_slew_ps = 90
insertion_delay_ps = 270

[worst_hold_path]
worstHoldPathType = reg -> reg
hp-start = led_out$_DFFE_PN0N_
hold_path_depth = 1
min_to = led_out$_DFFE_PN0N_

[global_route]
grt_max_degree = 27
grt_pass1_wl_um = 5330
grtUsageTotal_pct = 6.32
grt_overflow = 0
grt_pass1_vias = 1029
antenna_found_initial = 0

[floorplanning]
core_area_mm2 = 0.00635
fp-utilization_pct = 20.9
pin_count = 28
die_h_um = 101
row_count = 29
chipArea_mm2 = 0.0102
die_w_um = 101

[place]
gp_congestion = 0.829
port_buffers = 27
dp_cells = 227
place_ws_ps = 2410
dpl-instance-area_mm2 = 0.00167
dp_hpwl_um = 2390

[timing]
slew_headroom_pct = 48.3
slew_violations = 0
finalHoldViolCount = 0
setup_ws_ps = 2300
setup_viol_count_final = 0
whs_ps = 481
tns_ps = 0
worstMarginPinSlew_ps = 769
grt_setup_unrepaired = false
period_used_pct = 48.8
fin_crit_ps = 2200
skew_ps = 5.97
fmax_mhz = 455

[routing]
route.detailed.drc = 0
vias = 1072
viasPerCell = 4.64
n_antenna_cell = 0
routed_wl_um = 3170
ant_nets = 0
dr.first_iter.drc_count = 52
post_drt_wl_per_cell_um = 13.7
drt_pre_antenna_iters = 4

[run]
stage_log_warnings = 25
cap_viol_max_count = 0
[where the power goes]
group	switching, mW	internal (mW)	total, mW
sequential	0	0.233	0.233
combinational	0.00431	0.00133	0.00564
clock	0.0711	0.0782	0.149
[worst reg2reg max path: cells and delay by family (launching register included)]
family / cells / cell delay [ps]
xor gates and xnor gates: 1 / 130
adders and majority gates: 1 / 190
DFF: 1 / 410
and+or+nand+nor: 3 / 1210
[kinds of logic after synthesis]
kind of cell    after synthesis
buf+inv                       9
fa+ha+maj                     1
compound gates               21
mux                           1
flops                        26
simple gates                 57
xor+xnor                     12
[final cells by class]
| type | instances | area (um2) | share of cell area, % |
|---|---|---|---|
| tap | 77 | 96.3 | 5.59 |
| inverter | 4 | 15.0 | 0.871 |
| timing repair buffer | 28 | 278 | 16.1 |
| clock buffer | 4 | 55.1 | 3.20 |
| sequential | 26 | 651 | 37.8 |
| multi-input combinational | 92 | 628 | 36.5 |
[worst max-delay path by stage]
| stage | startpoint | endpoint | depth (start not counted) |
|---|---|---|---|
| after CTS | cnt[15]$_DFF_PN0_ | cnt[15] | 1 |
| after global routing | cnt[0]$_DFF_PN0_ | led_out$_DFFE_PN0N_ | 5 |
| final | cnt[15]$_DFF_PN0_ | cnt[15] | 1 |
[layout by cell type, fill, tap and decap left out, types with 2 or more instances in the layout]
cell type	synthesis	layout
o31ai_1	5	5
o21ai_0	6	6
nor2_1	5	5
and4_1	3	3
xnor2_1	6	6
or3_1	5	5
xor2_1	6	6
nand4_2	2	2
nand3_1	10	10
or4_1	4	4
a21oi_1	9	9
nand2b_1	2	2
nor3_1	3	3
clkbuf_8	0	4
inv_1	4	4
and3_1	3	3
clkdlybuf4s50_1	0	27
nand4_1	4	4
nand2_1	7	7
dfrtp_1	26	26
[metal layers]
layer / routed length [um] / track usage (%) / share of wire, %
met1: 1390 / 8.31 / 44
met2: 1470 / 10.2 / 46
met4: 27 / 0.429 / 0.85
met5: 0 / 0 / 0
met3: 292 / 2.36 / 9.2
[flip-flops by register name (all words and copies together) (netlist names)]
register  count
cnt          25
led_out       1
No activity file was given, so power comes from the tool's default toggle rates.
